[design.v]
module clkgen( input    clk_in,
               output   clk_out );
	reg [27:0] counter = 28'd0;
	always @(posedge clk_in)
	begin
		counter <= counter + 1'b1;
	end
	assign clk_out = counter[27];
endmodule
`timescale 1ns/1ps
module VendingMachine (input fifty, dollar, cancel, rst, clk,
						output reg insert_coin, money_return, dispense,
						output reg [1:0] st);
	reg [1:0] nst;					
	parameter INIT= 2'b00, S50c = 2'b01, VEND = 2'b10, RETURN = 2'b11;
	always@(posedge clk)
		begin
			if(!rst)
				st <= INIT;
			else 
				st <= nst;
		end
	always@*
		begin
			nst = st;
			insert_coin = 1'b0;
			money_return = 1'b0;
			dispense = 1'b0;
			case(st)
				INIT:begin
					if(fifty)
						nst = S50c;
					if(dollar)
						nst = VEND;
					end
				S50c:begin
					insert_coin = 1'b1;
					if (fifty)
						nst = VEND;
					if(dollar)
						nst = RETURN;
					if(cancel)
						nst = RETURN;
					end
				VEND:
					dispense = 1'b1;
				RETURN:begin
					money_return = 1'b1;
					nst = INIT;
					end
			endcase
		end
endmodule
`timescale 1ns / 1ps
module sevenseg(
    input [3:0] a,
    output reg [6:0] seg
    );
	always @*
	begin
		seg = 7'b0000000;
		case (a)
			4'd0 : seg = 7'b0111111;
			4'd1 : seg = 7'b0000110;
			4'd2 : seg = 7'b1011011;
			4'd3 : seg = 7'b1001111;
			4'd4	: seg = 7'b1100110;
			4'd5	: seg = 7'b1101101;
			4'd6	: seg = 7'b1111101;
			4'd7	: seg = 7'b0000111;
			4'd8	: seg = 7'b1111111;
			4'd9	: seg = 7'b1101111;
			4'd10	: seg = 7'b1110111;
			4'd11	: seg = 7'b1111100;
			4'd12	: seg = 7'b1011000;
			4'd13	: seg = 7'b1011110;
			4'd14	: seg = 7'b1111001;
			4'd15	: seg = 7'b1110001;
		endcase
	end
endmodule
`timescale 1ns / 1ps
module top_FSM( input clk, rst, cancel, fifty, dollar,
					output [6:0] seg,
					output sClk, insert_coin, dispense, money_return);
	wire [1:0] st;
	wire clk_out;
	VendingMachine Lab1_FSM(.clk(clk_out), .rst(rst), .cancel(cancel) , .fifty(fifty) , .dollar(dollar), .insert_coin(insert_coin), 
	.dispense(dispense), .money_return(money_return),.st(st));
	clkgen clkgen (.clk_in (clk), .clk_out(clk_out));
	assign sClk = clk_out;
	sevenseg seven_seg(.seg(seg), .a(st));
endmodule
[run.sh]
#!/bin/bash
# OpenROAD 26Q1-2900-gdf79404cd8, Yosys 0.63+post, stock flow scripts
make -C /OpenROAD-flow-scripts/flow DESIGN_CONFIG=/design/flow/config.mk WORK_HOME=/design/flow/orfs finish
[config.mk]
export PLATFORM = sky130hd
export DESIGN_NAME = top_FSM
export DESIGN_NICKNAME = top_FSM
export VERILOG_FILES = /design/flow/design.v
export SDC_FILE = /design/flow/constraint.sdc
export NUM_CORES = 4
export LEC_CHECK = 1
export CORE_UTILIZATION = 30
[constraint.sdc]
current_design top_FSM

set clk_period 3.8
set clk_io_pct 0.2

create_clock -name clk0 -period $clk_period [get_ports {clk}]

set non_clock_inputs [all_inputs -no_clocks]
set_input_delay [expr $clk_period * $clk_io_pct] -clock clk0 $non_clock_inputs
set_output_delay [expr $clk_period * $clk_io_pct] -clock clk0 [all_outputs]
==> flow_summary_export.csv <==
group,metric,value,unit
outcome,status,"finished clean",
sta,unconstrained_endpoints,16,
detailed_routing,vias,894,
global_route,antenna_found_initial,0,
pwr,power.switching,0.08925,mW
critical_path,crit_buf_inv,1,
sta,unclocked_regs,7,
pwr,pwr-share-comb,2.0,%
pwr,p_clk_share,37.1,%
placement,place_inst,193,
detailed_routing,final_antenna_net_count,0,
clock_network,hold_buffers,0,
pwr,peakVddDrop,0.0002639,V
clock_network,insertion_delay,270,ps
critical_path,worstPathMaxFanout,9,
critical_path,crit_path_end,"sClk",
floorplanning,die_w,71.29,um
sta,fin_skew,2.200,ps
logic_synthesis,ys_area,1440,um^2
detailed_routing,drt_iter0_drc,18,
sta,fin_crit,2014,ps
logic_synthesis,synthesis.area,1440,um^2
critical_path,required,3040,ps
run,cap_violations,0,
clock_network,cts_resized,0,
critical_path,slowest_stage,"clkdlybuf4s50_1",
logic_synthesis,ys.warnings.count,4,
detailed_routing,routed_wl,1957,um
critical_path,path_class,"reg2out",
global_route,grt_pass1_wl,3663,um
logic_synthesis,largest_area_cell,"dfxtp_1",
critical_path,end_kind,"output port",
clock_network,root_buffer,"clkbuf_8",
detailed_routing,first_pass_iters,19,
critical_path,cp-start-kind,"flip-flop",
clock_network,cts-buffers-inserted,3,
critical_path,cpPeakStageDelay,510,ps
critical_path,cp.arrival,1250,ps
floorplanning,io_pins,16,
critical_path,reg2reg_slack,2400,ps
global_route,grt_max_degree,16,
floorplanning,core_area,4474,um^2
logic_synthesis,top_cells_by_area,"dfxtp_1, xnor2_1, nand4_1",
sta,rsz0062_at_grt,"false",
logic_synthesis,syn_avg_cell_area,11.16,um^2
worst_hold_path,hp-class,"reg2reg",
sta,fin_tns_setup,0,ps
logic_synthesis,netlist.area_leader.share,48.65,%
clock_network,cts_tree,"done",
logic_synthesis,synthDistinctLibCells,30,
placement,dp_hpwl,1533,um
critical_path,r2r-start,"clkgen.counter[0]",
clock_network,cts_buffer_depth,2,
global_route,grt_usage,8.962,%
sta,period_used_share,52.99,%
logic_synthesis,ys_ff,35,
pwr,power,0.4814,mW
critical_path,worstRegToRegCells,5,
logic_synthesis,yosysCellCount,129,
sta,slew_violations,0,
sta,max_freq,496.6,MHz
floorplanning,fp.dieH,71.29,um
clock_network,postCtsSetupBuffers,0,
logic_synthesis,ys_seq_share,48.65,%
detailed_routing,avgRoutedWirePerCell,9.934,um
cells_and_area,num-fill-cells,424,
clock_network,htreeDepth,1,
floorplanning,dieArea,5082,um^2
detailed_routing,remaining_drc_errors,0,
critical_path,timing.critical_path.cells,"clkdlybuf4s50_1",
floorplanning,fp_util,32.19,%
critical_path,worst-path-stages,1,
global_route,overflow,0,
pwr,power_density,285.6,nW/um^2
pwr,seq_power_share,61.0,%
sta,setup_viol,0,
logic_synthesis,synthCells,129,
critical_path,cp_top_family,"buffers and inverters",
pwr,p_int,0.3921,mW
detailed_routing,num_antenna_cells,0,
cells_and_area,final_cells,197,
sta,hold_violations,0,
placement,gp_congestion,0.7422,
pwr,swShare,18.54,%
cells_and_area,drive_above_1_share,12.41,%
cells_and_area,final_common_cell,"dfxtp_1",
global_route,grt_pass1_vias,858,
floorplanning,rows,24,
critical_path,startpoint,"clkgen.counter[27]",
cells_and_area,most-common-layout-cells,"dfxtp_1, xnor2_1, clkdlybuf4s50_1",
run,warnings,25,
detailed_routing,drt-vias-per-instance,4.538,
critical_path,r2r-end,"clkgen.counter[26]",
clock_network,clk_pin_slew,90,ps
placement,portBuffers,14,
pwr,p_leak,0.5829,nW
cells_and_area,area_growth,17.03,%
[sequential cells by signal (all words and copies together), names as in the netlist]
| register | count |
|---|---|
| clkgen.counter | 28 |
| seg | 5 |
| Lab1_FSM.st | 2 |
[layout make-up]
cell class                      instances  area (um^2)  share of cell area (%)
Clock buffer                            4        55.05                   3.267
Inverter                                5        18.77                   1.114
Multi-Input combinational cell         87        705.7                   41.87
Sequential cell                        35        700.7                   41.57
Tap cell                               52        65.06                   3.860
Timing Repair Buffer                   14        140.1                   8.315
[per-stage QoR]
step / hold WS, ps / cell area (um^2) / utilization [%] / setup slack (ps)
floorplan: 382.9 / 1440 / - / 2527
global placement: 395.0 / 1630 / 36.44 / 2093
detailed placement: 401.6 / 1630 / 36.44 / 2071
CTS: 424.5 / 1685 / 37.67 / 1761
global route: 470.4 / 1685 / 37.67 / 1680
finish: 418.1 / 1685 / 37.67 / 1786
[how the worst min path moves through the flow]
stage | depth (start not counted) | slack (ps) | to | startpoint
6_report | 1 | 420 | clkgen.counter[0] | clkgen.counter[0]
5_1_grt | 1 | 470 | clkgen.counter[0] | clkgen.counter[0]
4_1_cts | 1 | 420 | clkgen.counter[0] | clkgen.counter[0]
[Yosys cell counts (all sizes together)]
cell type  number
xnor2          21
inv             5
nand2b          2
a21oi           2
nor3            5
o21a            2
nor2b           2
nor2            6
ha              1
nand4          10
xor2            5
nand2           8
nand4b          1
nand3           9
nand3b          1
dfxtp          35
buf             2
o21ai           1
and4bb          1
and3            4
and2            2
conb            1
nor4b           1
and4            2
[per-layer routing]
layer  wire length, um  part of all wire, %  vias up  track usage (%)
li1                  -                    -      470                -
met1               991                   51      404            13.50
met2               872                   45       20            14.71
met3                93                  4.8        0            1.712
met4                 0                    0        0           0.2222
met5                 0                    0        -                0
[power groups by stage]
stage | combinational (mW) | clock (mW) | sequential (mW)
global route | 0.0105 | 0.202 | 0.294
finish | 0.00944 | 0.178 | 0.293
CTS | 0.00959 | 0.190 | 0.294
[worst register-to-register path: stages (launching register included)]
cell and delay (ps):
dfxtp_1 380, ha_1 270, nand4_4 180, nor3_4 210
nand4_1 140, xnor2_1 140
[kinds of logic after synthesis]
| family | count (synthesis) | share of synthesized area [%] |
|---|---|---|
| compound gates | 5 | 2.085 |
| xor+xnor | 26 | 15.81 |
| fa+ha+maj | 1 | 0.8687 |
| buf+inv | 7 | 2.346 |
| flops | 35 | 48.65 |
| other cells | 1 | 0.2604 |
| simple gates | 54 | 29.97 |
Power figures rest on the tool's default switching activity, not on a simulated workload.
