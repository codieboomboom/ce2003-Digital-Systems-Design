===== ./design.v =====
module clock_gen(
input    i_clk,
output   o_clk
);
reg [10:0] clock_scaller;
assign o_clk = clock_scaller[10];
always @(posedge i_clk)
begin
    clock_scaller  <=   clock_scaller + 1'b1;
end
endmodule
module debounce(
input    i_clk,
input    i_swtch,
output   o_pulse
);
reg switch_sync1, switch_sync2;
always @(posedge i_clk)                       
begin 
    switch_sync1   <=  i_swtch;
    switch_sync2   <=  switch_sync1;
end	 
reg [10:0] counter;                               
always @(posedge i_clk)
begin
    if(switch_sync2 & counter < 2000)         
	     counter <= counter + 1;             
	 else if(~switch_sync2)                  
        counter <= 0;	 
end
assign o_pulse = (counter == 1200) ? 1'b1 : 1'b0;     
endmodule
`timescale 1ns / 1ps
module memory(
    input clk,
    input rst,
    input write_en,
    input save_data,
    input show_reg,
    input [7:0] d_in,
    output [7:0] d_out
    );
	 reg[7:0] data_reg;
	 reg [7:0] ramdata [0:63];
	 wire[5:0] addr;
	 assign addr = d_in[5:0];
	 always@(posedge clk)
		begin
			if (!rst)
				data_reg <= 8'b00000000;
			else if(save_data)
				data_reg <= d_in;
			if(write_en)
				ramdata[addr] <= data_reg;				
		end
	assign d_out = show_reg ? ramdata[addr] : data_reg;
endmodule
`timescale 1ns / 1ps
module memory_top(
    input clk,
    input rst,
    input write_en,
    input save_data,
    input show_reg,
    input [7:0] d_in,
    output [7:0] d_out
    );
wire clk_drive;
wire write_en_deb;
wire save_data_deb;
clock_gen clk_gen(.i_clk(clk),.o_clk(clk_drive));
debounce deb1(.i_clk(clk_drive),.i_swtch(write_en),.o_pulse(write_en_deb));
debounce deb2(.i_clk(clk_drive),.i_swtch(save_data),.o_pulse(save_data_deb));
memory mem(.clk(clk_drive),.rst(rst),.write_en(write_en_deb),.save_data(save_data_deb),.show_reg(show_reg),.d_in(d_in),.d_out(d_out));
endmodule

===== ./run.sh =====
#!/bin/bash
# OpenROAD 26Q1-2900-gdf79404cd8, Yosys 0.63+post, stock flow scripts
make -C /OpenROAD-flow-scripts/flow DESIGN_CONFIG=/design/flow/config.mk WORK_HOME=/design/flow/orfs finish

===== ./constraint.sdc =====
current_design memory_top

set clk_period 15.1
set clk_io_pct 0.2

create_clock -name clk0 -period $clk_period [get_ports {clk}]

set non_clock_inputs [all_inputs -no_clocks]
set_input_delay [expr $clk_period * $clk_io_pct] -clock clk0 $non_clock_inputs
set_output_delay [expr $clk_period * $clk_io_pct] -clock clk0 [all_outputs]

===== ./config.mk =====
export PLATFORM = sky130hd
export DESIGN_NAME = memory_top
export DESIGN_NICKNAME = memory_top
export VERILOG_FILES = /design/flow/design.v
export SDC_FILE = /design/flow/constraint.sdc
export NUM_CORES = 4
export LEC_CHECK = 1
export CORE_UTILIZATION = 30

==> reports/metrics.yaml <==
outcome: "complete, no violations"
initialDrtViolationCount: 864
path_common_cell: "buf_4"
syn_inst: 1253
start_kind: "primary input"
top_register: "mem.ramdata"
ys.warnings.count: 3
rows: 99
critical_path.cell_chain: "buf_6 > buf_4 > buf_4 > inv_2 > a221oi_1 > nor2_1 > o21ai_0 > o21ai_1 > o32a_1 > clkdlybuf4s50_1"
synth_seq_share_pct: 74.7
rsz0062_at_grt: "no"
synth.distinct_cells: 65
most_common_cell: "edfxtp_1"
viasPerCell: 5.09
path_clk_slew_ns: 0.04
drv_cap: 0
cts_hold_buf: 0
finalClockPeriodUsage_pct: 66.0
synthMuxAreaShare_pct: 10.5
edf_count: 534
max_stage_delay_ns: 0.66
crit_arrival_ns: 6.95
grt_max_degree: 239
largest_area_cell: "edfxtp_1"
first_pass_iters: 5
synth-adder-area-share_pct: 0.283
synth_top_area_share_pct: 72.6
cts_buffers: 3
antenna_found_initial: 2
hold_violations: 0
crit_type: "primary input to output port"
p_leak_nw: 7.40
worst_pin_slew_ns: 1.04
die_area_um2: 74700
area_delta_synth_final_pct: 6.39
ff_type: "edfxtp_1"
fin_tns_setup_ns: 0
synth_flops: 557
final_max_slew_viol_count: 0
syn_area_per_cell_um2: 17.6
io_pins: 21
wl_per_cell_um: 23.2
tool_warnings: 33
max_slew_margin_pct: 30.2
fp_util_pct: 30.3
xor_area_share_pct: 0.951
largest_reg_flops: 512
gp_congestion: 0.955
grt_pass1_vias: 11800
ys_sh_aoi_pct: 6.24
cts_tree: "yes"
cts_resized: 0
syn_area_um2: 22100
antennaDiodeCount: 0
portBuffers: 20
grt-ovfl-total: 0
yosys_area_um2: 22100
ys_cells: 1253
unclocked_regs: 546
clockBufferDepth: 2
grt_use_total_pct: 14.7
worstPathMaxFanout: 60
die_width_um: 273
crit_path_top_delay_cell: "buf_4"
synth-async-reset-ratio_pct: 0
finalPower_mw: 0.195
dp_hpwl_mm: 34.0
cts_root_buf: "clkbuf_16"
dr_total_vias: 11300
simple_gate_share_pct: 5.15
finalSetupViolCount: 0
skew_ns: 0.00107
untimed_endpoints: 1080
netlist_top_cells_count: "534 x edfxtp_1, 126 x nor2_1, 75 x mux2i_1"
cts_max_level: 1
clock_latency_ns: 0.23
postCtsSetupRepairBufs: 0
area_leaders: "edfxtp_1 73%, mux4_2 6.2%, mux2i_1 3.4%, nor2_1 2.1%, dfxtp_1 2.1%"
wl_mm: 51.5
die-height_um: 273
drc: 0
synthTopLogicFamily: "multiplexers"
ir_worst_vdd_mv: 0.0247
layout-drive-gt1-share_pct: 12.0
core_area_um2: 73000
grt_pass1_wl_mm: 77.2
max_freq_mhz: 100
nFillCells: 6881
ant_nets: 0
power.density_nw_per_um2: 8.29
min_period_ns: 9.97
worstPathRequired_ns: 12.08
endpoint_kind: "output port"
hp-class: "flip-flop to flip-flop"
[area by class of cell]
cell class / instances / area [um2] / area share, %
Sequential cell: 557 / 16500 / 70.2
Multi-Input combinational cell: 616 / 5110 / 21.7
Tap cell: 959 / 1200 / 5.10
Timing Repair Buffer: 68 / 573 / 2.44
Clock buffer: 4 / 78.8 / 0.335
Inverter: 10 / 37.5 / 0.160
[routing by layer]
metal | global-route usage (%) | routed length (um) | vias up
met5 | 0.899 | 85 | -
li1 | - | - | 4970
met2 | 23.1 | 24400 | 542
met3 | 7.13 | 5900 | 67
met1 | 19.1 | 19600 | 5683
met4 | 2.93 | 1430 | 6
[worst max-delay path: cells and delay by family]
kind            cells  cell delay [ns]
buf+inv             5             2.64
simple gates        1             0.06
compound gates      4             1.17
[cells in the final DEF (no fill, tap or decap), types with 8 or more instances in the layout]
| cell | instances |
|---|---|
| edfxtp_1 | 534 |
| nand2_1 | 47 |
| mux2i_1 | 75 |
| dfxtp_2 | 8 |
| xor2_1 | 12 |
| buf_4 | 48 |
| o22ai_1 | 14 |
| a21oi_1 | 27 |
| a221oi_1 | 37 |
| inv_1 | 8 |
| dfxtp_1 | 14 |
| nand4_1 | 10 |
| o21ai_0 | 18 |
| o21ai_1 | 10 |
| xnor2_1 | 12 |
| nand3_1 | 23 |
| nor2_1 | 126 |
| nor2b_1 | 12 |
| mux2_2 | 10 |
| a22oi_1 | 29 |
| mux4_2 | 61 |
| clkdlybuf4s50_1 | 17 |
[power by group]
part	total, mW	internal (mW)	switching (mW)
combinational	0.119	0.0458	0.0735
clock	0.0466	0.0353	0.0114
sequential	0.0291	0.0290	0
total	0.195	0.110	0.0848
[metrics by stage]
stage	hold slack (ns)	cells	util (%)	setup WS, ns	instance area (um2)
CTS	0.394	2214	32.2	5.11	23500
finish	0.392	2214	32.2	5.13	23500
global route	0.419	2214	32.2	4.92	23500
detailed placement	0.385	2210	32.1	5.13	23400
global placement	0.380	2210	32.1	5.12	23400
floorplan	0.370	1253	-	7.61	22100
[logic make-up (layout without fill, tap and decap cells)]
kind of cell	after synthesis	count (layout)
simple gates	252	252
flops	557	557
mux	150	150
xor+xnor	24	24
fa+ha+maj	5	5
compound gates	185	185
buf+inv	80	82
[worst paths after layout]
path | from | end | slack, ns | cells after the start
setup reg to reg | clk_gen.clock_scaller[2]$_DFF_P_ | clk_gen.clock_scaller[9]$_DFF_P_ | 13.95 | 4
hold reg to reg | clk_gen.clock_scaller[0]$_DFF_P_ | clk_gen.clock_scaller[0]$_DFF_P_ | 0.39 | 1
hold / removal | clk_gen.clock_scaller[0]$_DFF_P_ | clk_gen.clock_scaller[0]$_DFF_P_ | 0.39 | 1
setup / recovery | d_in[2] | d_out[2] | 5.13 | 10
